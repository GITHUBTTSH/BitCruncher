===== ./design.v =====
`timescale 1ns / 1ps
module ALU_ACC(
    input         clk,
    input         rst_n,
    input         C8,     
    input         C9,     
    input         C13,    
    input         C15,    
    input         C16,    
    input         C17,    
    input         C18,    
    input         C19,    
    input         C20,    
    input         C21,    
    input  [15:0] BR_out,
    output [15:0] ALU_out,
    output reg [3:0] ALUflags  
    );
    reg [15:0] ACC;
    assign ALU_out = ACC;
    reg signed [15:0] sACC, sBR;
    reg signed [31:0] prod;
    reg [16:0] tmp;
    always @(posedge clk or negedge rst_n) begin
        if (!rst_n) begin
            ACC      <= 16'b0;
            ALUflags <= 4'b0;
        end
        else begin
            if (C8) begin
                ACC      <= 16'b0;
                ALUflags <= {1'b1, 3'b0};
            end
            else if (C9) begin
                tmp = {1'b0, ACC} + {1'b0, BR_out};
                ACC <= tmp[15:0];
                ALUflags[3] <= (tmp[15:0] == 16'b0) ? 1'b1 : 1'b0;
                ALUflags[2] <= tmp[16];
                ALUflags[1] <= ((ACC[15] == BR_out[15]) && (tmp[15] != ACC[15])) ? 1'b1 : 1'b0;
                ALUflags[0] <= tmp[15];
            end
            else if (C13) begin
                tmp = {1'b0, ACC} - {1'b0, BR_out};
                ACC <= tmp[15:0];
                ALUflags[3] <= (tmp[15:0] == 16'b0) ? 1'b1 : 1'b0;
                ALUflags[2] <= (ACC < BR_out) ? 1'b1 : 1'b0;
                ALUflags[1] <= ((ACC[15] != BR_out[15]) && (tmp[15] != ACC[15])) ? 1'b1 : 1'b0;
                ALUflags[0] <= tmp[15];
            end
            else if (C15) begin
                sACC = ACC;
                sBR  = BR_out;
                prod = sACC * sBR;   
                ACC = prod[15:0];
                ALUflags[3] <= (prod[15:0] == 16'b0) ? 1'b1 : 1'b0;
                ALUflags[2] <= 1'b0;
                ALUflags[1] <= (prod[31:16] != {16{prod[15]}}) ? 1'b1 : 1'b0;
                ALUflags[0] <= prod[15];
            end
            else if (C16) begin
                ACC = ACC / BR_out;
                ALUflags[3] <= (ACC == 16'b0) ? 1'b1 : 1'b0;
                ALUflags[2] <= 1'b0;
                ALUflags[1] <= 1'b0;
                ALUflags[0] <= ACC[15];
            end
            else if (C17) begin
                ACC = ACC >> 1;
                ALUflags[3] <= (ACC == 16'b0) ? 1'b1 : 1'b0;
                ALUflags[2] <= 1'b0;
                ALUflags[1] <= 1'b0;
                ALUflags[0] <= ACC[15];
            end
            else if (C18) begin
                ACC = ACC << 1;
                ALUflags[3] <= (ACC == 16'b0) ? 1'b1 : 1'b0;
                ALUflags[2] <= 1'b0;
                ALUflags[1] <= 1'b0;
                ALUflags[0] <= ACC[15];
            end
            else if (C19) begin
                ACC = ACC & BR_out;
                ALUflags[3] <= (ACC == 16'b0) ? 1'b1 : 1'b0;
                ALUflags[2] <= 1'b0;
                ALUflags[1] <= 1'b0;
                ALUflags[0] <= ACC[15];
            end
            else if (C20) begin
                ACC = ACC | BR_out;
                ALUflags[3] <= (ACC == 16'b0) ? 1'b1 : 1'b0;
                ALUflags[2] <= 1'b0;
                ALUflags[1] <= 1'b0;
                ALUflags[0] <= ACC[15];
            end
            else if (C21) begin
                ACC = ~ACC;
                ALUflags[3] <= (ACC == 16'b0) ? 1'b1 : 1'b0;
                ALUflags[2] <= 1'b0;
                ALUflags[1] <= 1'b0;
                ALUflags[0] <= ACC[15];
            end
            else begin
                ACC <= ACC;
                ALUflags <= ALUflags;
            end
        end
    end
endmodule

===== ./run.sh =====
#!/bin/bash
# OpenROAD 26Q1-2900-gdf79404cd8, Yosys 0.63+post, stock flow scripts
make -C /OpenROAD-flow-scripts/flow DESIGN_CONFIG=/design/flow/config.mk WORK_HOME=/design/flow/orfs finish

===== ./config.mk =====
export PLATFORM = sky130hd
export DESIGN_NAME = ALU_ACC
export DESIGN_NICKNAME = ALU_ACC
export VERILOG_FILES = /design/flow/design.v
export SDC_FILE = /design/flow/constraint.sdc
export NUM_CORES = 4
export LEC_CHECK = 1
export CORE_UTILIZATION = 30

===== ./constraint.sdc =====
current_design ALU_ACC

set clk_period 69.9
set clk_io_pct 0.2

create_clock -name clk0 -period $clk_period [get_ports {clk}]

set non_clock_inputs [all_inputs -no_clocks]
set_input_delay [expr $clk_period * $clk_io_pct] -clock clk0 $non_clock_inputs
set_output_delay [expr $clk_period * $clk_io_pct] -clock clk0 [all_outputs]

==> flow_summary.toml <==
# flow metrics
[run_status]
status = "complete, no violations"

[finish]
stdcell_count = 3560
final_util = 0.3299
synthToLayoutAreaGrowth_pct = 7.880
drive_gt1_frac = 0.05061
design_area_sq_um = 22350

[detailed_routing]
viasPerCell = 5.512
vias = 19620
drcViolationCount = 0
drt_iter0_drc = 1594
first_pass_iters = 5
antenna_cells = 0
wire_per_inst_microns = 20.48
wl_mm = 72.92
ant_nets = 0

[clocking]
cts_max_level = 1
clk_pin_slew_worst_paths_ns = 0.06
cts-resized-gates = 0
numCtsBuffers = 3
cts_hold_buf = 0
cts_sinks = 19
cts_tree = "yes"
post_cts_buffers = 0
clk_latency_ns = 0.26
clock_path_buffers = 2
cts_root_buf = "clkbuf_16"

[yosys]
mux_share = 0.02107
synth-warning-count = 1
synthArstFlopShare = 1.000
synth-xor-area-share = 0.05410
synth_cell_type_count = 86
netlist_instances = 2699
synth-compound-area-share = 0.2066
synth_seq_share = 0.02295
synth_area_per_cell_sq_um = 7.677
ys_ff = 19
synthTopLogicFamily = "adder cells"
yosysTopAreaCellShare = 0.2551
netlist_area_sq_um = 20720
synth_adder_area_share = 0.4181
edf_count = 0
ys_cells = 2699
ys.flop_type = "dfrtp_1"
yosysTopAreaCell = "fa_1"
synth-simple-area-share = 0.1827
area_leaders = "fa_1 26%, ha_1 16%, inv_1 6.9%"
ys_area_sq_um = 20720

[floorplan]
io_pins = 48
chipWidth_microns = 264.8
rows = 95
fp.coreArea_sq_um = 67750
initCoreUtil = 0.3058
chip_area_sq_um = 70120
die_h_microns = 264.8

[worst_hold_path]
hold_depth = 2
hold_path_end = "ALUflags[2]$_DFFE_PN0P_"
hold_class = "flop to flop"
min_from = "ALUflags[2]$_DFFE_PN0P_"

[sta]
finalHoldViolations = 0
fin_crit_ns = 45.31
final_max_slew_viol_count = 0
grt_setup_unrepaired = "no"
fin_crit_sh = 0.6482
fmax_ghz = 0.02207
slew_headroom = 0.4321
skew_ns = 0.005189
setup_ws_ns = 24.59
setup_tns_ns = 0
whs_ns = 0.5056
tightest_slew_ns = 0.8492
finalSetupViolCount = 0

[critical_path]
cpMaxStageDelayCell = "nor4_4"
r2r_start = "ALUflags[0]$_DFFE_PN0P_"
cp_slowest_stage_delay_ns = 0.80
cp_data_required_time_ns = 70.11
critPathTopFamily = "AND-OR/OR-AND gates"
crit_fanout = 27
cp.buffers_inverters = 6
cp_data_arrival_time_ns = 45.51
reg2reg_to = "ALUflags[3]$_DFFE_PN0P_"
path_common_cell = "ha_1"
worstSetupEndpointType = "flop"
r2r_setup_slack_ns = 39.33
worstSetupPathType = "input pin to flop"
r2r_cells = 117
startpoint_type = "input pin"

[global_route]
grt_max_degree = 34
antenna_found_initial = 1
grt_usage = 0.2164
grt_pass1_vias = 18880
grt_overflow = 0
grt_pass1_wl_mm = 113.1

[placed_design]
port_buffers = 47
place.gp.congestion = 1.023
dp_cells = 3556
place_area_sq_um = 22270
hpwl_mm = 57.29
post-place-ws_ns = 24.84

[run]
cap_violations = 0
log.warning_count = 62
synthesized netlist by cell type, drive strengths merged (8+ instances only):
| library cell | count |
|---|---|
| inv | 388 |
| nor2 | 309 |
| ha | 270 |
| fa | 264 |
| nand2 | 207 |
| a21oi | 153 |
| o21ai | 123 |
| clkbuf | 103 |
| xnor2 | 81 |
| nor3 | 61 |
| a211oi | 60 |
| nand3 | 53 |
| xor2 | 47 |
| o211ai | 44 |
| o21a | 35 |
| a21o | 31 |
| a31oi | 28 |
| or3 | 26 |
| buf | 23 |
| mux2 | 23 |
| nor4 | 23 |
| and2 | 21 |
| nand4 | 21 |
| nor2b | 21 |
| dfrtp | 19 |
| nand2b | 19 |
| and3 | 18 |
| mux2i | 17 |
| or2 | 16 |
| o211a | 14 |
| o31ai | 14 |
| o22ai | 13 |
| o2111ai | 12 |
| o21bai | 12 |
| a211o | 10 |
| a221oi | 10 |
| or4 | 10 |
| a31o | 8 |
placed cells by master, fill, tap and decap left out, drive strengths merged, types with 53 or more instances in the layout:
master,netlist,routed
xnor2,81,81
a21oi,153,153
a211oi,60,60
nor2,309,309
ha,270,270
nor3,61,61
fa,264,264
nand2,207,207
nand3,53,53
inv,388,388
o21ai,123,123
buf,23,63
registers in the layout, indices dropped and copies added, names as in the netlist:
| register | flops |
|---|---|
| ACC | 15 |
| ALUflags | 4 |
kinds of logic (layout without fill, tap and decap cells):
kind of cell	after synthesis	after routing
simple gates	820	820
compound gates	640	640
fa+ha+maj	534	534
buf+inv	518	506
xor+xnor	128	128
mux	40	40
flops	19	19
worst max path at each step:
stage | start | endpoint | slack, ns | cells past startpoint
CTS | BR_out[15] | ALUflags[3]$_DFFE_PN0P_ | 24.95 | 118
global route | BR_out[15] | ALUflags[3]$_DFFE_PN0P_ | 21.88 | 117
finish | BR_out[15] | ALUflags[3]$_DFFE_PN0P_ | 24.59 | 117
per-layer routing:
layer,vias to the layer above,share of wire,GRT usage
met5,-,0.00018,0
met3,113,0.11,0.06294
met2,920,0.42,0.3075
met1,9390,0.45,0.3282
li1,9199,-,-
met4,2,0.029,0.04984
final cells by class:
| cell class | count | area [sq um] |
|---|---|---|
| clock buffer | 3 | 75.07 |
| clock inverter | 1 | 5.005 |
| fill | 7154 | 45400 |
| sequential | 19 | 475.5 |
| inverter | 392 | 1471 |
| timing repair buffer | 110 | 943.4 |
| multi-input combinational | 2162 | 18290 |
| tap | 873 | 1092 |
worst register-to-register path, delay by kind of cell, from the launching register on:
kind                       cells  cell delay [ns]
AOI/OAI and AO/OA             58            15.23
adders and majority gates     16             5.21
buffers and inverters          6             1.17
DFF                            1             0.35
muxes                          4             1.52
and+or+nand+nor               33             7.01
