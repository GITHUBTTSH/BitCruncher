===== ./run.sh =====
#!/bin/bash
# OpenROAD 26Q1-2900-gdf79404cd8, Yosys 0.63+post, stock flow scripts
make -C /OpenROAD-flow-scripts/flow DESIGN_CONFIG=/design/flow/config.mk WORK_HOME=/design/flow/orfs finish

===== ./config.mk =====
export PLATFORM = sky130hd
export DESIGN_NAME = BR
export DESIGN_NICKNAME = BR
export VERILOG_FILES = /design/flow/design.v
export SDC_FILE = /design/flow/constraint.sdc
export NUM_CORES = 4
export LEC_CHECK = 1
export CORE_AREA = 10 10 87 87
export DIE_AREA = 0 0 97 97

===== ./constraint.sdc =====
current_design BR

set clk_period 1.1
set clk_io_pct 0.2

create_clock -name clk0 -period $clk_period [get_ports {clk}]

set non_clock_inputs [all_inputs -no_clocks]
set_input_delay [expr $clk_period * $clk_io_pct] -clock clk0 $non_clock_inputs
set_output_delay [expr $clk_period * $clk_io_pct] -clock clk0 [all_outputs]

===== ./design.v =====
`timescale 1ns / 1ps
    module BR(
    input clk,
    input rst_n,
    input C7,
    input [15:0] MBR_out,
    output [15:0] BR_out
    );
    reg [15:0] BRr;
    assign BR_out = BRr;
    always@(posedge clk or negedge rst_n) begin
        if(!rst_n) begin
            BRr <= 16'b0;
        end
        else begin
            if(C7) begin
                BRr <= MBR_out;  
            end
            else begin
                BRr <= BRr;
            end
        end
    end
endmodule

==> run notes <==
run metrics: maximum clock frequency=969 MHz, Worst Skew=0 ns, Starting Density=11.5%, CP Data Arrival Time=1.16 ns, vias per cell=3.01, clk buf depth=2, Yosys warning count=1, maximum VDD drop=0.596 mV, tool warnings=25, total gr overflow=0, pwr/cell area=1220 nW/um^2, I/O pin total=35, TritonCTS buffer count=3, Total GRT Usage=3.89%, Critical Path Sink Type=flip-flop, H-tree depth=1, Setup crit start kind=input port, Final Max Tran Viols=0, Iter 0 DRT Violations=5, Biggest register=BRr, sequential area share after synthesis=61.7%, Die W=97 microns, Avg Cell Area, Syn=19.1 sq um, die area=9410 sq um, Clk pin slew, worst setup/hold paths=0.06 ns, MUX share of area=33.5%, post-route insts no fill=158, Cell Rows=27, Distinct cells, synth=5, yosys xor share=0%, CP cell instances=dlygate4sd2_1 > bufbuf_16 > mux2_4, Synth Instances=34, total power=1.53 mW, top flop regs=BRr x16, final hold vios=0, Vias=475, ys cells=34, CTS Root Cell=clkbuf_8, max_cap viols=0, Min-Delay Path Class=in -> async, register area=400 sq um, hold buffer count at CTS=0, die height=97 microns, Leak=0.562 nW, Logic area=218 sq um, CP max stage delay=0.32 ns, initial antenna violation count=0, Diodes inserted=0, DRC viols=0, largest net degree at the start of global routing=17, fin crit share=93.8%, drt first pass iters=2, WP data required=1.22 ns, number of flip-flops in the largest register=16, Slew @ Worst Pin=0.220 ns, outcome=completed, CP max FO=8, endpoints failing setup=0, Finished Cell Area=1260 sq um, adder share=0%, fin crit period=1.03 ns, Hold Worst Slack=0.303 ns, vias in the first global route=541, Synth Cell Area=649 sq um, GPL Wtd Cong=0.762, Setup Crit Path Kind=in -> reg, share of cells above drive strength 1=41.9%, core area=5640 sq um, post-DR wirelength/cell=11.6 microns, AO/OA Area Share=0%, max_slew headroom=85.4%, CTS tree=built, Synth flops=16, first-pass GRT wire length=2.93 mm, YS chip area=649 sq um, Routed WL=1.83 mm, pre-CTS setup slack=-0.295 ns, Slowest cell on crit path=dlygate4sd2_1, final worst slack=0.0685 ns, Port-buffer cells=34, Placed Instances=140, clock sinks=16, Top non-seq family=multiplexers, Synth Area in Simple Gates=0%, Synth-to-Final Area Change=94.0%, post-route ant nets=0, clk latency late pin=0.24 ns, Placement Cell Area=1080 sq um, RSZ-0062 raised after global routing=no, fillcell total=579
-- cells by family after synthesis --
family / count (synthesis)
buffers and inverters: 2
flip-flops: 16
multiplexers: 16
-- Yosys cell counts --
cell	number	area (sq um)
buf_12	1	20.0
dfrtp_1	16	400
buf_6	1	11.3
mux2_4	10	150
mux2_2	6	67.6
-- area by class of cell --
| type | count | share of cell area, % |
|---|---|---|
| Tap cell | 72 | 7.15 |
| Sequential cell | 16 | 31.8 |
| Multi-Input combinational cell | 16 | 17.3 |
| Timing Repair Buffer | 50 | 39.4 |
| Clock buffer | 4 | 4.37 |
-- per-stage QoR --
| stage | utilization [%] | TNS (ns) |
|---|---|---|
| 5_1_grt | 22.3 | 0 |
| 6_report | 22.3 | 0 |
| 3_5_place_dp | 19.1 | -4.26 |
| 2_1_floorplan | - | 0 |
| 3_3_place_gp | 19.1 | -3.84 |
| 4_1_cts | 21.4 | 0 |
-- layer usage --
layer / wire length, microns / vias up / global-route usage (%)
met1: 935 / 222 / 5.27
met3: 244 / 2 / 3.15
met2: 641 / 30 / 4.81
li1: - / 221 / -
met5: 0 / - / 0
met4: 8 / 0 / 0.225
-- critical path: cells and delay by family --
| family | cells | cell delay [ns] |
|---|---|---|
| muxes | 1 | 0.29 |
| buffers and inverters | 2 | 0.64 |
-- worst paths after layout --
check,depth (start not counted),start,slack [ns],to
max in group asynchronous,2,rst_n,0.61,BRr[12]
worst min register to register,1,BRr[13],0.51,BRr[13]
worst max register to register,3,BRr[8],0.11,BRr[8]
worst max-delay path,3,C7,0.07,BRr[7]
worst min-delay path,2,rst_n,0.30,BRr[11]
min in group clk0,1,BRr[13],0.51,BRr[13]
-- placed cells by master (no fill, tap or decap), drive strengths merged --
cell type      instances
dfrtp                 16
mux2                  16
dlygate4sd2            1
clkbuf                 4
clkdlybuf4s50         17
buf                   15
clkdlybuf4s15         16
bufbuf                 1
-- where the power goes --
| part | switching (mW) | internal, mW | leakage, nW |
|---|---|---|---|
| combinational | 0.0770 | 0.273 | 0.347 |
| clock | 0.187 | 0.317 | 0.0288 |
| sequential | 0.0311 | 0.648 | 0.187 |
-- repair_timing --
action,CTS,global route
buffers inserted,8,5
pin swaps,0,0
gates resized,22,11
gates cloned,1,0
endpoints found under the setup margin,23,11
Power and IR drop assume default switching activity.
