==> design/flow/run.sh <==
#!/bin/bash
# OpenROAD 26Q1-2900-gdf79404cd8, Yosys 0.63+post, stock flow scripts
make -C /OpenROAD-flow-scripts/flow DESIGN_CONFIG=/design/flow/config.mk WORK_HOME=/design/flow/orfs finish
==> design/flow/config.mk <==
export PLATFORM = sky130hd
export DESIGN_NAME = MBR
export DESIGN_NICKNAME = MBR
export VERILOG_FILES = /design/flow/design.v
export SDC_FILE = /design/flow/constraint.sdc
export NUM_CORES = 4
export LEC_CHECK = 1
export CORE_AREA = 10 10 105 105
export DIE_AREA = 0 0 115 115
==> design/flow/constraint.sdc <==
current_design MBR

set clk_period 1.5
set clk_io_pct 0.2

create_clock -name clk0 -period $clk_period [get_ports {clk}]

set non_clock_inputs [all_inputs -no_clocks]
set_input_delay [expr $clk_period * $clk_io_pct] -clock clk0 $non_clock_inputs
set_output_delay [expr $clk_period * $clk_io_pct] -clock clk0 [all_outputs]
==> design/flow/design.v <==
`timescale 1ns / 1ps
module MBR(
    input clk,
    input rst_n,
    input C3,
    input C11,
    input C12,
    input [15:0] ALU_out,
    input [15:0] MBR_in_memory,
    output [15:0] MBR_out,
    output reg [15:0] MBR_out_memory
    );
    reg [15:0] MBRr;
    assign MBR_out = MBRr;
    always@(posedge clk or negedge rst_n) begin
        if(!rst_n) begin
            MBRr <= 16'b0;
        end
        else begin
            if(C3) begin
                MBRr <= MBR_in_memory;
            end
            else if(C12) begin
                MBRr <= ALU_out;
            end
            else begin
                MBRr <= MBRr;
            end
            if(C11) begin
                MBR_out_memory <= MBRr;
            end
        end
    end
endmodule
==> impl_metrics.env <==
# physical design summary
export IMPL_grt_usage=0.0583
export IMPL_clock_latency_ps=270
export IMPL_yosysWarnings=1
export IMPL_crit_required_ps=1200
export IMPL_grt_pass1_vias=1029
export IMPL_ys_sh_mux=0.130
export IMPL_cts_max_level=2
export IMPL_firstDrtPassIters=3
export IMPL_hold_path_class="primary input to asynchronous set/reset pin"
export IMPL_area_leaders="edfxtp_1 (39%), dfrtp_1 (32%), mux2i_1 (13%)"
export IMPL_wl_per_cell_um=14.3
export IMPL_power_leakage_nw=0.903
export IMPL_routabilityCongestion=0.738
export IMPL_grt_remaining_overflow=0
export IMPL_clock_root_buffer="clkbuf_8"
export IMPL_synthTopLogicFamily="multiplexers"
export IMPL_std_cell_rows=34
export IMPL_critPathTopFamily="buffers and inverters"
export IMPL_final_cell_mix="clkdlybuf4s50_1 (65), edfxtp_1 (16), dfrtp_1 (16), mux2i_1 (16), nand2_1 (16)"
export IMPL_postRouteAntennaNets=0
export IMPL_ys_ff=32
export IMPL_remaining_drc_errors=0
export IMPL_max_stage_delay_ps=490
export IMPL_warning_count=25
export IMPL_grt_max_degree=33
export IMPL_hold_viol=0
export IMPL_num_antenna_cells=0
export IMPL_lay_top_count="clkdlybuf4s50_1"
export IMPL_synth_area_mm2=0.00123
export IMPL_grt_pass1_wl_um=5820
export IMPL_ys_sh_simple=0.0538
export IMPL_final_area_mm2=0.00220
export IMPL_synth_stat_cells=86
export IMPL_slew_headroom=0.846
export IMPL_die_area_mm2=0.0132
export IMPL_top_area_cell="edfxtp_1"
export IMPL_final_max_slew_viol_count=0
export IMPL_fp_coreArea_mm2=0.00876
export IMPL_nFillCells=932
export IMPL_status="completed"
export IMPL_xor_share=0
export IMPL_rsz0062_at_grt="no"
export IMPL_ir_worst_vdd_v=0.000312
export IMPL_post_place_ws_ps=-6.22
export IMPL_crit_fanout=3
export IMPL_rr_startpoint="MBRr[14]"
export IMPL_synthCells=86
export IMPL_drt_iter0_drc=6
export IMPL_synth_top_area_share=0.390
export IMPL_setup_tns_ps=0
export IMPL_max_slew_worst_pin_slew_ps=231
export IMPL_adder_share=0
export IMPL_path_class="flip-flop to output pin"
export IMPL_aoi_share=0.0650
export IMPL_slowest_stage="clkdlybuf4s50_1"
export IMPL_area_growth_pct=78.6
export IMPL_power_density_mw_per_mm2=905
export IMPL_maxCapViolCount=0
export IMPL_hold_buffers=0
export IMPL_fp_dieW_um=115
export IMPL_r2r_cells=3
export IMPL_die_h_um=115
export IMPL_fin_worst_skew_ps=4.14
export IMPL_drive_gt1_frac=0.107
export IMPL_final_util=0.251
export IMPL_worst_slack_ps=55.7
export IMPL_antenna_found_initial=0
export IMPL_path_cells="clkdlybuf4s50_1"
export IMPL_numCtsBuffers=5
export IMPL_cp_start_kind="flip-flop"
export IMPL_cp_num_buf_inv=1
export IMPL_clk_pin_slew_ps=70
export IMPL_fmax_mhz=692
export IMPL_cts_tree="yes"
export IMPL_crit_start="MBRr[0]"
export IMPL_r2r_end="MBRr[14]"
export IMPL_finalSetupViolations=0
export IMPL_ys_seq_frac=0.715
export IMPL_ys_types=11
export IMPL_postPlaceCellArea_mm2=0.00207
export IMPL_io_buffers=68
export IMPL_viasPerCell=3.45
export IMPL_initCoreUtil=0.141
export IMPL_crit_arrival_ps=1140
export IMPL_cp_end_kind="output pin"
export IMPL_ios=69
export IMPL_place_detailed_hpwl_um=3150
export IMPL_cts_buffer_depth=2
export IMPL_period_needed_ps=1440
export IMPL_wl_um=3930
export IMPL_syn_avg_cell_area_um2=14.3
export IMPL_period_used=0.963
export IMPL_ys_area_mm2=0.00123
export IMPL_dr_total_vias=951
export IMPL_clock_sinks=32
export IMPL_reg2reg_slack_ps=650
-- how the worst max path moves through the flow --
stage | to | slack (ps) | cells past startpoint
after CTS | MBR_out[14] | 20 | 1
after global routing | MBR_out[11] | 0.3 | 1
final | MBR_out[0] | 60 | 1
-- Yosys cell counts --
| cell | count |
|---|---|
| clkbuf_1 | 1 |
| o21ai_1 | 10 |
| dfrtp_1 | 16 |
| buf_6 | 1 |
| and2_1 | 1 |
| edfxtp_1 | 16 |
| nand2_1 | 16 |
| buf_2 | 2 |
| o21ai_0 | 6 |
| buf_12 | 1 |
| mux2i_1 | 16 |
-- report_power, final --
part	internal [mW]	switching [mW]
Sequential	0.997	0.0358
Clock	0.314	0.299
Combinational	0.246	0.0996
Total	1.56	0.435
-- state kept, by name (all words and copies together), names as in the netlist --
| register | cells |
|---|---|
| MBR_out_memory | 16 |
| MBRr | 16 |
-- cell families (layout without fill, tap and decap cells) --
logic type             Yosys count  count (layout)
AOI/OAI and AO/OA               16              16
muxes                           16              16
and+or+nand+nor                 17              17
buffers and inverters            5              87
DFF                             32              32
-- stage by stage --
step | hold slack (ps) | total power, mW | instances
2_1_floorplan | 4.41 | 1.12 | 86
3_3_place_gp | 458 | 1.39 | 262
3_5_place_dp | 460 | 1.39 | 262
4_1_cts | 365 | 2.03 | 271
5_1_grt | 367 | 2.13 | 276
6_report | 370 | 1.99 | 276
-- metal layers --
layer,vias up,GRT usage,part of all wire
met5,-,0,0
met4,0,0.00660,0
met3,0,0.0301,0.090
met2,40,0.0980,0.51
met1,443,0.0671,0.40
li1,468,-,-
-- timing repair --
action                                  in CTS  in global routing
gates cloned                                 0                  0
buffers inserted                             1                  5
pin swaps                                    0                  0
endpoints found under the setup margin       1                  7
resized                                      0                  3
-- cell type report --
type	count	area (um^2)	area share
multi-input cells	49	307	0.139
flip-flops and latches	32	881	0.400
clock inverters	3	13.8	0.00625
clock buffers	5	68.8	0.0313
repair buffers	79	796	0.362
well taps	108	135	0.0614
Power figures rest on the tool's default switching activity, not on a simulated workload.
